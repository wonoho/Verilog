[design/flow/design.v]
`timescale 1ns/1ps
module pre_gen
(
input [0:63]p_hor,
input [0:63]p_ver,
input [0:7] p_point,
input clk,
input rst,
output reg [0:127]pre_sam,
output reg o_valid
);
reg [2:0] state;
reg [2:0] n_state;
reg [0:103] ref;
reg o_planar;
reg o_dc;
reg o_angular;
wire is_done;
integer i;
reg[5:0] mode;
reg[0:9] p_ver_sum;
reg[0:9] p_hor_sum;
reg[0:7] dc_val;
reg signed [0:3] idx;
reg[0:4] ifact;
wire o_done;
reg signed [0:6] angle;
reg signed [0:14]inv_angle;
localparam IDLE=3'b000;
localparam INTRA_PLA=3'b001;
localparam DC=3'b010;
localparam ANG_MODE=3'b011;
localparam DONE=3'b100;
always@(posedge clk,negedge rst) begin
	if(!rst) begin
		state<=IDLE;
	end
	else begin
		state<=n_state;
	end
end
always@(*) begin
	n_state=state;
	case(state)
	IDLE:begin
			n_state=INTRA_PLA;
			o_valid=1'b0;
			mode='b0;
	end
	INTRA_PLA:
	begin
			n_state=DC;
			o_valid=1'b1;
	end
	DC:
	begin
			n_state=ANG_MODE;
			o_valid=1'b1;
	end
	ANG_MODE:
	begin
		o_valid=1'b1;
		if(is_done) begin
			n_state=DONE;
		end
	end
	DONE: begin
		n_state=IDLE;
	end
	default: begin
		o_valid=1'bx;
		mode='bx;
	end
	endcase
end
always@(posedge clk) begin
 o_planar<=(state==INTRA_PLA)&(mode==0);
 o_dc<=(state==DC)&(mode==1);
 o_angular<=(state==ANG_MODE);
end
assign o_done=(state==DONE);
assign is_done=(mode==34)&(o_valid);
always@(*) begin
	if(mode==2) begin 
			angle= 32;
		    end
	 if(mode==3) begin 
	    		angle= 26;
	    	end
	 if(mode==4) begin 
	    		angle= 21;
	        end
	 if(mode==5) begin 
	    		angle= 17;
	        end
	 if(mode==6) begin 
	    		angle= 13;
	        end
	 if(mode==7) begin 
	    		angle= 9;
	        end
	 if(mode==8) begin 
	    		angle= 5;
	        end
	 if(mode==9) begin 
	    		angle= 2;
	        end
	 if(mode==10) begin 
	    		angle= 0;
	        end
	 if(mode==11) begin 
	    		angle= -2;
	        end
	 if(mode==12) begin 
	    		angle= -5;
	        end
	  if(mode==13) begin 
	    		angle= -9;
	        end
	 if(mode==14) begin 
	    		angle= -13;
	        end
	 if(mode==15) begin 
	    		angle= -17;
	        end
	 if(mode==16) begin 
	    		angle= -21;
	        end
	 if(mode==17) begin 
	    		angle= -26;
	        end
	 if(mode==18) begin 
	    		angle= -32;
	        end
	 if(mode==19) begin 
	    		angle= -26;
	        end
	 if(mode==20) begin 
	    		angle= -21;
	        end
	 if(mode==21) begin 
	    		angle= -17;
	        end
	 if(mode==22) begin 
	    		angle= -13;
	        end
	 if(mode==23) begin 
	    		angle= -9;
	        end
	 if(mode==24) begin 
	    		angle= -5;
	        end
	 if(mode==25) begin 
	    		angle= -2;
	        end
	 if(mode==26) begin 
	    		angle= 0;
	        end
	 if(mode==27) begin 
	    		angle= 2;
	        end
	 if(mode==28) begin 
	    		angle= 5;
	        end
	 if(mode==29) begin 
	    		angle= 9;
	        end
	 if(mode==30) begin 
	    		angle= 13;
	        end
	 if(mode==31) begin 
	    		angle= 17;
	        end
	 if(mode==32) begin 
	    		angle= 21;
	        end
	 if(mode==33) begin 
	    		angle= 26;
	        end
	 if(mode==34) begin 
				angle= 32;
		    end
	    end
always@(posedge clk,negedge rst) begin
	if(!rst) begin
		mode<='b0;
	end
	else if(o_valid) begin
		mode<=mode+1;
	end
end
always@(posedge clk) begin
		p_hor_sum=0;
		p_ver_sum=0;
		for(i=0;i<4;i=i+1)
		begin
			p_hor_sum=p_hor_sum+p_hor[i*8+:8];
			p_ver_sum=p_ver_sum+p_ver[i*8+:8];
		end
end
always@(*) begin
	if(mode==1) 
		dc_val=(p_hor_sum+p_ver_sum+4)>>3;
	else if(mode>=2 && mode<18) 
		ref={p_ver[24:31],p_ver[16:23],p_ver[8:15],p_ver[0:7],p_point,p_hor[0:63]};
	else if(mode>=18 && mode<35) 
		ref={p_hor[24:31],p_hor[16:23],p_hor[8:15],p_hor[0:7],p_point,p_ver[0:63]};
	else begin
		dc_val='bx;
		ref='bx;
	end
end
always@(posedge clk) begin
	if(mode==0) begin
		for(i=0;i<16;i=i+1)
		begin
				pre_sam[i*8+:8]<=((3-(i%4))*p_hor[(i/4)*8+:8]+(i%4+1)*p_ver[32:39]+(3-(i/4))*p_ver[(i%4)*8+:8]+(i/4+1)*p_hor[32:39]+4)>>3;
		end
	end
	else if(mode==1) begin
		pre_sam[0:7]<=(p_hor[0:7]+2*dc_val+p_ver[0:7]+2)>>2;
		for(i=1;i<16;i=i+1)
		begin
			if((i/4)==0)
			pre_sam[i*8+:8]<=(p_ver[(i%4)*8+:8]+3*dc_val+2)>>2;
			else if((i%4)==0)
			pre_sam[i*8+:8]<=(p_hor[(i/4)*8+:8]+3*dc_val+2)>>2;
			else
			pre_sam[i*8+:8]<=dc_val;
		end
	end
	else begin
		if(mode>=2 && mode<18) begin
			for(i=0;i<16;i=i+1) begin
				idx=((i%4+1)*angle)>>5;
				ifact=((i%4+1)*angle)&31;
				if(!ifact)
				pre_sam[i*8+:8]<=ref[(idx+5+(i/4))*8+:8];
				else
				pre_sam[i*8+:8]<=((32-ifact)*ref[(idx+5+(i/4))*8+:8]+ifact*ref[(idx+6+(i/4))*8+:8]+16)>>5;
			end
		end
		else begin
			for(i=0;i<16;i=i+1) begin
				idx=((i/4+1)*angle)>>5;
				ifact=((i/4+1)*angle)&31;
				if(!ifact)
				pre_sam[i*8+:8]<=ref[(idx+5+(i%4))*8+:8];
                                else
				pre_sam[i*8+:8]<=((32-ifact)*ref[(idx+5+(i%4))*8+:8]+ifact*ref[(idx+6+(i%4))*8+:8]+16)>>5;
			end
		end
	end
end
endmodule
[design/flow/config.mk]
export PLATFORM = sky130hd
export DESIGN_NAME = pre_gen
export DESIGN_NICKNAME = pre_gen
export VERILOG_FILES = /design/flow/design.v
export SDC_FILE = /design/flow/constraint.sdc
export NUM_CORES = 4
export LEC_CHECK = 1
export CORE_UTILIZATION = 30
[design/flow/run.sh]
#!/bin/bash
# OpenROAD 26Q1-2900-gdf79404cd8, Yosys 0.63+post, stock flow scripts
make -C /OpenROAD-flow-scripts/flow DESIGN_CONFIG=/design/flow/config.mk WORK_HOME=/design/flow/orfs finish
[design/flow/constraint.sdc]
current_design pre_gen

set clk_period 1.0
set clk_io_pct 0.2

create_clock -name clk0 -period $clk_period [get_ports {clk}]

set non_clock_inputs [all_inputs -no_clocks]
set_input_delay [expr $clk_period * $clk_io_pct] -clock clk0 $non_clock_inputs
set_output_delay [expr $clk_period * $clk_io_pct] -clock clk0 [all_outputs]
==> flow_summary.json <==
{
  "crit_cells": 20,
  "setup_slack_ns": -2.75,
  "fmax_ghz": 0.267,
  "die_w_um": 224,
  "ioPinCount": 267,
  "ys_chip_area_um2": 14800,
  "synth_area_um2": 14800,
  "rr_worst_depth": 1,
  "rows": 81,
  "status": "finished with violations",
  "dieHeight_um": 224,
  "whs_path_depth": 0,
  "yosys_warnings": 13,
  "worst_path_most_repeated_cell": "fa_1",
  "dpl_cell_area_um2": 21200,
  "r2r_slack_ns": 0.23,
  "grt_remaining_overflow": 0,
  "max_stage_delay_ns": 0.49,
  "path_clk_slew_ns": 0.06,
  "core_area_um2": 48800,
  "r2r-start": "state[3]",
  "cp_max_fo": 3,
  "holdPathEnd": "state[1]",
  "finalMaxSlewViolations": 0,
  "fin_skew_ns": 0.0000744,
  "synth_flops": 132,
  "cap_viol_max_count": 0,
  "dpl.hpwl_um": 38400,
  "final_area_um2": 24400,
  "irDropWorstVdd_v": 0.00164,
  "grt_max_degree": 17,
  "setup_viol": 257,
  "flop_cell": "dfxtp_1",
  "portBuffers": 210,
  "cts_tree": "built",
  "timing.rr.end": "state[3]",
  "power.density_nw_per_um2": 2870,
  "gp_congestion": 0.958,
  "leakagePower_nw": 11.4,
  "synth.distinct_cells": 47,
  "fin_tns_setup_ns": -295.99,
  "synth_seq_share_pct": 18.0,
  "grt_pass1_vias": 12700,
  "cts_root_buf": "clkbuf_16",
  "grt_pass1_wl_um": 72300,
  "required_ns": 1.38,
  "hold_class": "reg2reg",
  "clockBufferDepth": 2,
  "antenna_left": 0,
  "warnings": 90,
  "hold_viol_final": 0,
  "cp.arrival_ns": 4.13,
  "placedCellCount": 2584,
  "whs_ns": 0.366,
  "critPathCaptureType": "register",
  "wirelength_um": 47400,
  "first_pass_iters": 4,
  "cp_top_family": "adder cells",
  "clkSinkCount": 132,
  "syn_area_per_cell_um2": 10.9,
  "antenna_found_initial": 10,
  "final_cells": 2694,
  "crit_buf_inv": 5,
  "drive_gt1_share_pct": 41.8,
  "ys_cells": 1355,
  "syn2layout_area_growth_pct": 64.9,
  "worstSetupPathType": "in2reg",
  "wl_per_cell_um": 17.6,
  "track_usage_pct": 20.5,
  "fp_util_pct": 30.3,
  "synth-edff-count": 0,
  "place_ws_ns": -3.73,
  "min_period_over_period_pct": 375,
  "path_cells": "buf_12 > ha_4 > fa_2 > a21o_1 > a21oi_2 > o21bai_1 > a21o_1 > xnor2_2 > fa_1 > fa_1 > inv_1 > fa_1 > inv_2 > ha_4 > buf_4 > nand2_2 > o31ai_4 > buf_4 > nor2_1 > xnor2_1",
  "hold_start": "state[2]",
  "cts_made_buffers": 17,
  "violations": "negative setup slack",
  "async_flop_share_pct": 3.03,
  "vias": 11800,
  "rsz0062_at_grt": "yes",
  "fillers": 4131,
  "clock_latency_ns": 0.49,
  "fin_crit_ns": 3.75,
  "slowest_stage": "fa_1",
  "die_area_um2": 50300,
  "syn_inst": 1355,
  "drc_errors": 0,
  "drt-vias-per-instance": 4.38,
  "critPathLaunchType": "input pin",
  "drt_iter0_markers": 366,
  "htree_levels": 4
}
## timing repair
item | in CTS | in global routing
endpoints found under the hold margin | 3 | 0
endpoints found under the setup margin | 257 | 257
hold buffers | 1 | 0
setup buffers | 55 | 49
gates resized | 309 | 238
pin swaps | 158 | 140
## routing by layer
layer  vias up  GRT usage [%]  share of wire, %
li1       5769              -                 -
met1      5642           28.2                43
met2       318           30.4                44
met4        12           4.92               3.0
met3        61           8.91               9.3
met5         -              0              0.14
## cell families after synthesis
group,count (synthesis),share of synthesized area (%)
AOI/OAI and AO/OA,198,9.47
DFF,132,18.0
buffers and inverters,237,6.01
adders and majority gates,507,54.7
xor gates and xnor gates,110,6.50
and+or+nand+nor,169,5.22
muxes,1,0.0676
other,1,0.0253
## how the worst max path moves through the flow
| stage | start | endpoint | slack (ns) |
|---|---|---|---|
| finish | p_ver[38] | pre_sam[17] | -2.75 |
| global route | p_ver[38] | pre_sam[16] | -2.93 |
| CTS | p_ver[38] | pre_sam[16] | -2.91 |
## sequential cells by signal (all words and copies together) (netlist names)
register	count
pre_sam	128
state	4
## cell usage in the layout (no fill, tap or decap), types with 10 or more instances in the layout
| master | Yosys | layout |
|---|---|---|
| a21o_1 | 50 | 49 |
| a21oi_2 | 2 | 35 |
| buf_4 | 0 | 341 |
| buf_6 | 0 | 80 |
| clkbuf_16 | 0 | 18 |
| clkbuf_2 | 0 | 15 |
| clkdlybuf4s50_1 | 0 | 159 |
| dfxtp_1 | 128 | 116 |
| dfxtp_2 | 0 | 12 |
| dlygate4sd2_1 | 0 | 16 |
| fa_1 | 235 | 216 |
| fa_2 | 0 | 19 |
| ha_1 | 272 | 186 |
| ha_4 | 0 | 85 |
| inv_1 | 237 | 199 |
| inv_2 | 0 | 30 |
| nand2_1 | 34 | 25 |
| nor2_1 | 79 | 49 |
| nor2_2 | 1 | 21 |
| nor2_4 | 0 | 10 |
| nor3_1 | 21 | 17 |
| o21a_1 | 13 | 13 |
| o21ai_2 | 0 | 20 |
| o21bai_1 | 14 | 13 |
| xnor2_1 | 83 | 44 |
| xnor2_2 | 0 | 27 |
| xnor2_4 | 0 | 12 |
| xor2_1 | 27 | 23 |
## area by class of cell
cell class / count / area, µm² / share of cell area (%)
antenna: 5 / 12.5 / 0.0512
clock buffer: 20 / 478 / 1.96
clock inverter: 12 / 174 / 0.712
inverter: 237 / 913 / 3.74
multi-input combinational: 986 / 13700 / 56.0
sequential: 132 / 2680 / 11.0
tap: 664 / 831 / 3.40
timing repair buffer: 638 / 5650 / 23.1
## power breakdown
part / internal (mW) / leakage (nW) / switching (mW)
registers: 8.40 / 1.12 / 0.853
clock network: 4.42 / 0.310 / 2.60
logic: 30.7 / 9.94 / 23.1
## stage by stage
stage	utilization, %	power (mW)
detailed placement	43.4	51.5
CTS	47.8	65.0
global placement	43.4	51.4
floorplan	-	31.6
global route	50.0	76.3
finish	50.0	70.0
## Yosys cell counts, types with 2 or more instances
master	count	area, µm²
a211oi_1	7	52.6
nand4_1	2	12.5
nand2b_1	3	18.8
nor3_1	21	105
ha_1	272	3400
xnor2_1	83	727
nor2b_1	10	62.6
fa_1	235	4700
a31oi_1	3	18.8
or3_1	3	18.8
dfxtp_1	128	2560
o31ai_2	2	25.0
a2111oi_4	3	82.6
a21oi_1	44	220
a21o_1	50	375
nand2_1	34	128
nand3_1	3	15.0
o21bai_1	14	105
o41ai_1	10	87.6
o21ai_1	2	10.0
inv_1	237	890
dfrtp_1	3	75.1
a211o_1	3	26.3
and2_1	6	37.5
a221oi_1	2	17.5
nor2_1	79	297
a21boi_0	4	30.0
and3_1	2	12.5
xor2_1	27	236
o31ai_1	2	15.0
and4b_1	2	20.0
o21a_1	13	97.6
a21oi_2	2	17.5
o21ai_0	30	150
a211oi_2	2	25.0
Power figures rest on the tool's default switching activity, not on a simulated workload.
